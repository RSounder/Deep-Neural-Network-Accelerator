**constraint.sdc**
```tcl
current_design MyDesign

set clk_period 15.3
set clk_io_pct 0.2

create_clock -name clk0 -period $clk_period [get_ports {clk}]

set non_clock_inputs [all_inputs -no_clocks]
set_input_delay [expr $clk_period * $clk_io_pct] -clock clk0 $non_clock_inputs
set_output_delay [expr $clk_period * $clk_io_pct] -clock clk0 [all_outputs]
```
**config.mk**
```make
export PLATFORM = sky130hd
export DESIGN_NAME = MyDesign
export DESIGN_NICKNAME = MyDesign
export VERILOG_FILES = /design/flow/design.v
export SDC_FILE = /design/flow/constraint.sdc
export NUM_CORES = 4
export LEC_CHECK = 1
export CORE_UTILIZATION = 30
```
**design.v**
```verilog
module MyDesign(
      output reg        dut_busy                   ,
      input  wire       dut_run                    , 
      input  wire       reset_b                    ,  
      input  wire       clk                        ,
      output            input_sram_write_enable    ,
      output reg [11:0] input_sram_write_addresss  ,
      output reg [15:0] input_sram_write_data      ,
      output     [11:0] input_sram_read_address    ,
      input wire [15:0] input_sram_read_data       ,
      output reg        output_sram_write_enable    ,
      output reg [11:0] output_sram_write_addresss  ,
      output reg [15:0] output_sram_write_data      ,
      output reg [11:0] output_sram_read_address    ,
      input wire [15:0] output_sram_read_data       ,
      output            scratchpad_sram_write_enable    ,
      output reg [11:0] scratchpad_sram_write_addresss  ,
      output reg [15:0] scratchpad_sram_write_data      ,
      output reg [11:0] scratchpad_sram_read_address    ,
      input wire [15:0] scratchpad_sram_read_data       ,
      output reg        weights_sram_write_enable    ,
      output reg [11:0] weights_sram_write_addresss  ,
      output reg [15:0] weights_sram_write_data      ,
      output reg [11:0] weights_sram_read_address    ,
      input wire [15:0] weights_sram_read_data       
);
  localparam reset_state              = 'd0;
  localparam pre_data_fetch_state     = 'd1;
  localparam initial_data_fetch_state = 'd2;
  localparam inter_conv1_state        = 'd3;
  localparam inter_conv2_state        = 'd4;
  localparam inter_conv3_state        = 'd5;
  localparam inter_conv4_state        = 'd6;
  localparam inter_conv5_state        = 'd7;
  localparam inter_conv6_state        = 'd8;
  localparam conv_compare_state       = 'd9;
  localparam max_pool1_state          = 'd10;
  localparam max_pool2_state          = 'd11;
  localparam write_to_output_sram     = 'd12;
  localparam next_data_fetch_state    = 'd13;
  localparam stop_state               = 'd14;
  reg               ip_end_reg, 
                    even_max_pool_valid_bit, 
                    odd_max_pool_valid_bit;
  reg        [3:0]  current_state;
  reg        [3:0]  kernel_counter;
  reg        [7:0]  current_size_reg;
  reg        [5:0]  input_row_index;
  reg        [5:0]  input_col_index;
  reg        [5:0]  conv_row_index;
  reg        [5:0]  conv_even_col_index;
  reg        [5:0]  conv_odd_col_index;
  reg        [5:0]  max_pool_reg_write_ind;
  reg        [5:0]  max_pool_reg_read_ind;
  reg signed [7:0]  temp_even_max_pool_reg;
  reg signed [7:0]  temp_odd_max_pool_reg;
  reg signed [7:0]  k_reg_array             [8:0];  
  reg signed [7:0]  temp_max_pool_reg_array [30:0];  
  reg        [11:0] static_base_addr;
  reg        [11:0] output_sram_addr;
  reg        [11:0] dynamic_base_addr;
  reg signed [15:0] multiplier_1_reg;
  reg signed [15:0] multiplier_2_reg;
  reg signed [15:0] multiplier_3_reg;
  reg signed [15:0] multiplier_4_reg;
  reg signed [19:0] mac0_reg;
  reg signed [19:0] mac1_reg;
  reg signed [19:0] temp_conv_mac0_output;
  reg signed [19:0] temp_conv_mac1_output;
  wire status_k_fetch_complete, status_last_index_arrived;
  wire signed [7:0]  temp_even_max_pool_out;
  wire signed [7:0]  temp_odd_max_pool_out;
  wire signed [7:0]  max_pool_out;
  wire signed [7:0]  ip_sram_read_msb_out;
  wire signed [7:0]  ip_sram_read_lsb_out;
  wire signed [7:0]  relued_max_out;
  wire signed [7:0]  temp_max_out;
  wire signed [19:0] max_feature_out;
  assign input_sram_write_enable = 1'd0;
  assign scratchpad_sram_write_enable = 1'd0;
  assign input_sram_read_address = ( (current_state == inter_conv6_state) && 
                                    (conv_row_index == current_size_reg - 3) && 
                                    (conv_odd_col_index == current_size_reg - 3) ) ? static_base_addr : dynamic_base_addr ;
  assign ip_sram_read_lsb_out = input_sram_read_data[7:0];
  assign ip_sram_read_msb_out = input_sram_read_data[15:8];
  assign status_k_fetch_complete = kernel_counter[3];
  assign status_last_index_arrived = (input_row_index == current_size_reg - 1 && input_col_index    == current_size_reg - 2);
  assign max_feature_out   = (mac0_reg > mac1_reg)      ? mac0_reg : mac1_reg;
  assign max_pool_out      = temp_max_pool_reg_array[max_pool_reg_read_ind];
  assign temp_max_out      = (max_feature_out < 0)      ? 'd0      : max_feature_out;
  assign relued_max_out    = (max_feature_out > 'sd127) ? 'd127    : temp_max_out;
  assign temp_odd_max_pool_out  = (max_pool_out > relued_max_out) ? max_pool_out : relued_max_out;
  assign temp_even_max_pool_out = (max_pool_out > relued_max_out) ? max_pool_out : relued_max_out;
  always @(posedge clk) begin
    if(!reset_b) begin
      current_state <= 'd0;
    end
    else begin
      casex(current_state)
        reset_state: begin
          if(dut_run == 1)
            current_state <=  pre_data_fetch_state;
          else
            current_state <=  reset_state;
        end
        pre_data_fetch_state: begin
          current_state <=  initial_data_fetch_state;
        end
        initial_data_fetch_state: begin
          if(status_k_fetch_complete == 1'd1)
            current_state <=  inter_conv1_state;
          else
            current_state <=  initial_data_fetch_state;
        end
        inter_conv1_state: begin
          if(current_size_reg != 'hff)
            current_state <=  inter_conv2_state;
          else
            current_state <=  stop_state;
        end
        inter_conv2_state: begin
          current_state <=  inter_conv3_state;
        end
        inter_conv3_state: begin
          current_state <=  inter_conv4_state;
        end
        inter_conv4_state: begin
          current_state <=  inter_conv5_state;
        end
        inter_conv5_state: begin
          current_state <=  inter_conv6_state;
        end
        inter_conv6_state: begin
          if(conv_row_index[0] == 0)
            current_state <=  conv_compare_state;
          else if(even_max_pool_valid_bit == 1'd0)
            current_state <=  max_pool1_state;
          else if(even_max_pool_valid_bit == 1'd1) 
            current_state <=  max_pool2_state;
        end
        conv_compare_state: begin
          current_state <=  inter_conv1_state;
        end
        max_pool1_state: begin
          if(conv_row_index == current_size_reg - 3 && conv_odd_col_index == current_size_reg - 3)
            current_state <=  write_to_output_sram;
          else
            current_state <=  inter_conv1_state;
        end
        max_pool2_state: begin
          current_state <=  write_to_output_sram;
        end
        write_to_output_sram: begin
          if(ip_end_reg == 1'd1)
            current_state <=  next_data_fetch_state;
          else
            current_state <=  inter_conv1_state;
        end
        next_data_fetch_state: begin
          if(current_size_reg != 'd63) 
            current_state <=  inter_conv1_state;
          else
            current_state <=  stop_state;
        end
        stop_state: begin
          if(dut_run == 1'd0)
            current_state <=  reset_state;
          else
            current_state <=  stop_state;
        end
        default: begin
            current_state <=  reset_state;
        end
      endcase
    end
  end
  always @(posedge clk) begin
    casex(current_state)
      reset_state: begin
        weights_sram_read_address   <= 'd0;
        kernel_counter              <= 'd0;
        mac0_reg                    <= 'd0;
        mac1_reg                    <= 'd0;
        static_base_addr            <= 'd0;
        conv_row_index              <= 'd0;
        conv_even_col_index         <= 'd0;
        conv_odd_col_index          <= 'd1;
        max_pool_reg_write_ind      <= 'd0;
        max_pool_reg_read_ind       <= 'd0;
        output_sram_addr            <= 'd0;
        dut_busy                    <= 'd0;
        even_max_pool_valid_bit     <= 'd0;
        odd_max_pool_valid_bit      <= 'd0;
        output_sram_write_enable    <= 'd0;
      end
      pre_data_fetch_state: begin
        weights_sram_read_address <= weights_sram_read_address + 1'd1;
      end
      initial_data_fetch_state: begin
        k_reg_array[kernel_counter     ] <= weights_sram_read_data[15:8];
        k_reg_array[kernel_counter + 1 ] <= weights_sram_read_data[7:0];
        kernel_counter <= kernel_counter + 2;
        current_size_reg <= input_sram_read_data[7:0];
        dut_busy <= 'd1;
        if (kernel_counter <= 8) begin
          weights_sram_read_address <= weights_sram_read_address + 1'd1;
        end
      end
      inter_conv1_state,
      inter_conv2_state,
      inter_conv3_state,
      inter_conv4_state,
      inter_conv6_state: begin 
        mac1_reg <= temp_conv_mac1_output;
        mac0_reg <= temp_conv_mac0_output;
      end
      inter_conv5_state: begin
        mac1_reg <= temp_conv_mac1_output;
        mac0_reg <= temp_conv_mac0_output;
        if(status_last_index_arrived == 1) begin
          static_base_addr <= dynamic_base_addr + 1'd1;
        end
      end
      conv_compare_state: begin
        temp_max_pool_reg_array[max_pool_reg_write_ind] <= relued_max_out; 
        if(max_pool_reg_write_ind == 'd30) begin
          max_pool_reg_write_ind <= 'd0;
        end
        else begin
          max_pool_reg_write_ind <= max_pool_reg_write_ind + 1'd1;
        end
        if (conv_odd_col_index == current_size_reg - 3) begin
          conv_row_index <= conv_row_index + 1'd1;
          conv_even_col_index <= 'd0;
          conv_odd_col_index <= 'd1;
        end
        else begin
          conv_row_index <= conv_row_index;
          conv_even_col_index <= conv_even_col_index + 'd2;
          conv_odd_col_index <= conv_odd_col_index + 'd2;
        end
      end
      max_pool1_state: begin
        temp_even_max_pool_reg <= temp_even_max_pool_out;
        even_max_pool_valid_bit <= 1'd1;
        ip_end_reg <= (conv_row_index  == current_size_reg - 3 && conv_odd_col_index == current_size_reg - 3);  
        if(max_pool_reg_read_ind == 'd30) begin
          max_pool_reg_read_ind <= 'd0;
        end
        else begin
          max_pool_reg_read_ind <= max_pool_reg_read_ind + 1'd1;
        end
        if(conv_row_index == current_size_reg - 3 && conv_odd_col_index == current_size_reg -3) begin
          current_size_reg <= input_sram_read_data[07:00];
        end
        if(conv_row_index != current_size_reg - 2 && conv_odd_col_index != current_size_reg - 2) begin
          if (conv_odd_col_index == current_size_reg - 3) begin
            conv_row_index <= conv_row_index + 1'd1;
            conv_even_col_index <= 'd0;
            conv_odd_col_index <= 'd1;
          end
          else begin
            conv_row_index <= conv_row_index;
            conv_even_col_index <= conv_even_col_index + 'd2;
            conv_odd_col_index <= conv_odd_col_index + 'd2;
          end
        end
      end
      max_pool2_state: begin
        temp_odd_max_pool_reg <= temp_odd_max_pool_out;
        odd_max_pool_valid_bit <= 1'd1;
        output_sram_write_enable  <= 1'd1;
        if(max_pool_reg_read_ind == 'd30) begin  
          max_pool_reg_read_ind <= 'd0;
        end
        else begin
          max_pool_reg_read_ind <= max_pool_reg_read_ind + 1'd1;
        end
      end
      write_to_output_sram: begin
        output_sram_write_addresss <= output_sram_addr;
        output_sram_addr <= output_sram_addr + 1'd1;
        output_sram_write_data <= { 
                                    (even_max_pool_valid_bit ? (temp_even_max_pool_reg) : 8'd0), 
                                    (odd_max_pool_valid_bit  ? (temp_odd_max_pool_reg ) : 8'd0) 
                                  };
        if(conv_row_index != current_size_reg - 2 && conv_odd_col_index != current_size_reg - 2) begin
          if(conv_odd_col_index == current_size_reg - 3) begin
            conv_row_index <= conv_row_index + 1'd1;
            conv_even_col_index <= 'd0;
            conv_odd_col_index <= 'd1;
          end
          else begin
            conv_row_index <= conv_row_index;
            conv_even_col_index <= conv_even_col_index + 'd2;
            conv_odd_col_index <= conv_odd_col_index + 'd2;
          end
        end
        if(ip_end_reg == 1'd1) begin
          conv_row_index <= 1'd0;
          conv_even_col_index <= 1'd0;
          conv_odd_col_index <= 1'd1;
        end
        even_max_pool_valid_bit <= 'd0;
        odd_max_pool_valid_bit <= 'd0;
      end
      next_data_fetch_state: begin
        max_pool_reg_write_ind <= 'd0;
        max_pool_reg_read_ind <= 'd0;
        ip_end_reg <= 0;
      end
      stop_state: begin
        dut_busy <= 'd0;
      end
    endcase
  end
  always@(*) begin
    casex(current_state)
      inter_conv1_state: begin
        input_row_index = conv_row_index;
        input_col_index = conv_even_col_index + 2;
      end
      inter_conv2_state: begin
        input_row_index = conv_row_index + 1;
        input_col_index = conv_even_col_index;
      end
      inter_conv3_state: begin
        input_row_index = conv_row_index + 1;
        input_col_index = conv_even_col_index + 2;
      end
      inter_conv4_state: begin
        input_row_index = conv_row_index + 2;
        input_col_index = conv_even_col_index;
      end
      inter_conv5_state: begin
        input_row_index = conv_row_index  + 2;
        input_col_index = conv_even_col_index + 2;    
      end
      inter_conv6_state: begin
        if (conv_odd_col_index == current_size_reg - 3)
          begin
            input_row_index = conv_row_index + 1; 
            input_col_index = 0;
          end
        else
          begin
            input_row_index = conv_row_index;
            input_col_index = conv_odd_col_index + 1;
          end
      end
      conv_compare_state: begin
        if (conv_odd_col_index == current_size_reg - 3)
          begin
            input_row_index = conv_row_index + 1; 
            input_col_index = 0;
          end
        else
          begin
            input_row_index = conv_row_index;
            input_col_index = conv_odd_col_index + 1;
          end
      end
      default: begin
        input_row_index = conv_row_index;
        input_col_index = conv_even_col_index;
      end
    endcase
  end
  always @(*) begin
    casex(current_state)
      reset_state: begin
        dynamic_base_addr = 'd0;
      end
      pre_data_fetch_state: begin
        dynamic_base_addr = 'd0;
      end
      initial_data_fetch_state: begin
        if(status_k_fetch_complete)
          dynamic_base_addr = 'd1;
        else
          dynamic_base_addr = 'd0;
      end
      inter_conv1_state,
      inter_conv2_state,
      inter_conv3_state,
      inter_conv4_state,
      inter_conv5_state: begin
        dynamic_base_addr   = static_base_addr + (((input_row_index*current_size_reg) + input_col_index ) >> 1 ) + 1;
      end
      inter_conv6_state,
      conv_compare_state,
      max_pool2_state,
      write_to_output_sram: begin 
        if(conv_odd_col_index == current_size_reg - 3)
          dynamic_base_addr = static_base_addr + (((conv_row_index+1)*current_size_reg)>>1) + 1'd1;
        else
          dynamic_base_addr = static_base_addr + ((conv_row_index*current_size_reg + conv_odd_col_index + 1'd1)>>1) + 1'd1;
      end
      max_pool1_state: begin
        if(conv_row_index == current_size_reg - 3 && conv_odd_col_index == current_size_reg - 3)
          dynamic_base_addr = static_base_addr + 1'd1;
        else begin
          if(conv_odd_col_index == current_size_reg - 3)
            dynamic_base_addr = static_base_addr + (((conv_row_index+1)*current_size_reg)>>1) + 1'd1;
          else
            dynamic_base_addr = static_base_addr + ((conv_row_index*current_size_reg + conv_odd_col_index + 1'd1)>>1) + 1'd1;
        end
      end
      next_data_fetch_state: begin
        dynamic_base_addr = static_base_addr + 1'd1;
      end
      stop_state: begin
        dynamic_base_addr = 'd0;
      end
      default: begin
        dynamic_base_addr = 'd0;
      end
    endcase
  end
  always@(*) begin
    casex(current_state)
    inter_conv2_state: begin
      multiplier_1_reg = (k_reg_array[2] * ip_sram_read_msb_out);
      multiplier_2_reg = 0;
      multiplier_3_reg = (k_reg_array[1] * ip_sram_read_msb_out);
      multiplier_4_reg = (k_reg_array[2] * ip_sram_read_lsb_out);
    end
    inter_conv3_state: begin
      multiplier_1_reg = (k_reg_array[3] * ip_sram_read_msb_out);
      multiplier_2_reg = (k_reg_array[4] * ip_sram_read_lsb_out);
      multiplier_3_reg = 0;
      multiplier_4_reg = (k_reg_array[3] * ip_sram_read_lsb_out);
    end
    inter_conv4_state: begin
      multiplier_1_reg = (k_reg_array[5] * ip_sram_read_msb_out);
      multiplier_2_reg = 0;
      multiplier_3_reg = (k_reg_array[4] * ip_sram_read_msb_out);
      multiplier_4_reg = (k_reg_array[5] * ip_sram_read_lsb_out);
    end
    inter_conv5_state: begin
      multiplier_1_reg = (k_reg_array[6] * ip_sram_read_msb_out);
      multiplier_2_reg = (k_reg_array[7] * ip_sram_read_lsb_out);
      multiplier_3_reg = 0;
      multiplier_4_reg = (k_reg_array[6] * ip_sram_read_lsb_out);
    end
    inter_conv6_state: begin
      multiplier_1_reg = (k_reg_array[8] * ip_sram_read_msb_out);
      multiplier_2_reg = 0;
      multiplier_3_reg = (k_reg_array[7] * ip_sram_read_msb_out);
      multiplier_4_reg = (k_reg_array[8] * ip_sram_read_lsb_out);
    end
    default: begin
        multiplier_1_reg = (k_reg_array[0] * ip_sram_read_msb_out);
        multiplier_2_reg = (k_reg_array[1] * ip_sram_read_lsb_out);
        multiplier_3_reg = 0;
        multiplier_4_reg = (k_reg_array[0] * ip_sram_read_lsb_out);
    end
    endcase
  end
  always @(*) begin
    if((current_state == reset_state) ||
      (current_state == pre_data_fetch_state) ||
      (current_state == initial_data_fetch_state))  begin
      temp_conv_mac0_output = 0;
      temp_conv_mac1_output = 0;
    end
    else if (current_state == inter_conv1_state)  begin
      temp_conv_mac0_output = multiplier_1_reg + multiplier_2_reg;
      temp_conv_mac1_output = multiplier_3_reg + multiplier_4_reg;
    end
    else begin
      temp_conv_mac0_output = mac0_reg + multiplier_1_reg + multiplier_2_reg;
      temp_conv_mac1_output = mac1_reg + multiplier_3_reg + multiplier_4_reg;
    end
  end
endmodule
```
**run.sh**
```bash
#!/bin/bash
# OpenROAD 26Q1-2900-gdf79404cd8, Yosys 0.63+post, stock flow scripts
make -C /OpenROAD-flow-scripts/flow DESIGN_CONFIG=/design/flow/config.mk WORK_HOME=/design/flow/orfs finish
```
==> impl_metrics.tcl <==
# collected from the flow reports
set metrics [dict create \
    status "finished clean" \
    power.static_leakage_uw 0.03755 \
    antenna_found_initial 10 \
    final.min_clock_period_ps 13430 \
    max-clock-path-buffers 3 \
    h_tree_depth_reported_by_cts 2 \
    min_from "output_sram_addr[11]$_SDFFCE_PN0N_" \
    placement.setup.worst_slack_ps 2545 \
    crit_start "current_size_reg[2]$_DFFE_PP_" \
    syn_area_per_cell_um2 9.848 \
    crit_path_max_incr_delay_ps 670 \
    route.detailed.drc 0 \
    synthArstFlopShare_pct 0 \
    worst-slew-pin-transition_ps 1101 \
    top_cell "sky130_fd_sc_hd__inv_1" \
    synth_top_cell_by_area "sky130_fd_sc_hd__fa_1" \
    power.ir.vdd_worst_v 0.0003032 \
    grt_first_pass_wirelength_um 324500 \
    fin_crit_sh_pct 87.80 \
    synth.lib_cells_used.distinct 95 \
    stages_on_the_worst_setup_path 31 \
    met3_usage_pct 6.368 \
    root_buf_cell "sky130_fd_sc_hd__clkbuf_16" \
    grt_setup_unrepaired "false" \
    worst-endpoint-arrival_ps 10370 \
    port-buffer-count 88 \
    critical_path_required_ps 12240 \
    detail_route.wl_per_cell_um 17.62 \
    synthDominantCellAreaShare_pct 28.51 \
    detailed_router_iteration_count_before_antenna_repair 9 \
    critical-path-top-cell-by-count "sky130_fd_sc_hd__fa_1" \
    ys_top_cells_by_count "1,467 x sky130_fd_sc_hd__inv_1, 1,118 x sky130_fd_sc_hd__fa_1, 759 x sky130_fd_sc_hd__ha_1" \
    ctsResizeCount 0 \
    final-max-slew-violation-count 0 \
    synth_stat.cells 7971 \
    ys_seq_share_pct 19.10 \
    drv.max_cap_violation_count 0 \
    critical_path.endpoint_type "output port" \
    final_hold_violations 0 \
    cell_at_the_slowest_stage_of_the_critical_path "sky130_fd_sc_hd__or3_1" \
    setup_tns_ps 0 \
    hold_ws_ps 476.4 \
    slew_headroom_pct 26.61 \
    gr-usage-met1_pct 21.68 \
    tritoncts "yes" \
    worst-r2r-setup-slack_ps 5760 \
    layout_top_registers "temp_max_pool_reg_array (248), k_reg_array (72)" \
    overflow 0 \
    kind_of_cell_adding_the_most_delay_to_the_critical_path "adder cells" \
    insertion_delay_ps 650 \
    synthFlopType "sky130_fd_sc_hd__edfxtp_1" \
    timing.setup.critical_path_class "reg -> out" \
    tool_warnings 65 \
    r2r-start "current_size_reg[2]$_DFFE_PP_" \
    antenna_violating_nets_left 0 \
    final-setup-viol-count 0 \
    path_clk_slew_ps 60 \
    ys_seq_elements 506 \
    vias 54140 \
    regMostFlops "temp_max_pool_reg_array" \
    setup_ws_ps 1866 \
    cts_num_sinks 506 \
    area_growth_syn_to_layout_pct 8.347 \
    wl_um 202800 \
    vias_per_cell 4.704 \
    track_usage_pct 16.54 \
    hold_buffers 0 \
    core_area_um2 259900 \
    grt_pass1_vias 56540 \
    synth_warnings 110 \
    floorplan.core_util_pct 30.20 \
    maximum_number_of_pins_on_one_net_before_global_route_repair 60 \
    grt_most_used_layer "met2" \
    total_standard_cell_area_after_synthesis_um2 78500 \
    synth-edff-count 486 \
    fillCellCount 25770 \
    min_delay_path_depth 0 \
    global_placement_routability_congestion 0.9735 \
    number_of_flip_flops_in_the_largest_register 248 \
    max_freq_mhz 74.44 \
    cellPowerDensity_nw_per_um2 131.5 \
    cts_made_buffers 50 \
    die_w_um 513.5 \
    layout-drive-gt1-share_pct 5.346 \
    rows 187 \
    setup.worst_path.start_class "register" \
    reg2regPathDepth 31 \
    die_area_um2 263700 \
    postCtsSetupBuffers 0 \
    worstPathMaxFanout 27 \
    finalClockSkew_ps 36.75 \
    synth_cells 7971 \
    synth-area-yosys_um2 78500 \
    die_y_um 513.5 \
    sum_of_buffers_and_inverters_on_the_critical_path 4 \
    pin_count 232 \
    hpwl_um 157000 \
    first_iter_violations 3163 \
    synthTopCellsByArea "sky130_fd_sc_hd__fa_1 29%, sky130_fd_sc_hd__edfxtp_1 19%, sky130_fd_sc_hd__ha_1 12%" \
    min-delay-path-class "reg -> reg" \
    met2_usage_pct 26.21 \
]
==> logic make-up after synthesis <==
kind of cell	synth area share, %
fa+ha+maj	40.62
mux	3.341
xor+xnor	5.564
other cells	0.009567
flops	19.10
simple gates	13.94
compound gates	7.695
buf+inv	9.723
==> worst reg2reg max path, delay by kind of cell, from the launching register on <==
kind / cells / cell delay [ps]
compound gates: 8 / 2210
xor+xnor: 5 / 1030
fa+ha+maj: 7 / 2710
buf+inv: 3 / 660
flops: 1 / 320
simple gates: 8 / 2370
==> cell type report <==
class	count	area (µm²)	share of cell area, %
timing repair buffer	239	1962	2.307
clock inverter	31	379.1	0.4458
clock buffer	62	1359	1.598
multi-input combinational	5696	56420	66.34
sequential	506	15010	17.65
inverter	1472	5525	6.497
tap	3496	4374	5.143
antenna	8	20.02	0.02354
==> through the flow <==
| step | instances | instance area (µm²) | utilization, % | total power, µW |
|---|---|---|---|---|
| 6_report | 11510 | 85050 | 32.72 | 11180 |
| 5_1_grt | 11510 | 85040 | 32.71 | 12350 |
| 4_1_cts | 11500 | 85030 | 32.71 | 11270 |
| 3_5_place_dp | 11410 | 83290 | 32.04 | 9850 |
| 3_3_place_gp | 11410 | 83290 | 32.04 | 9821 |
| 2_1_floorplan | 8112 | 79030 | - | 7778 |
==> per-layer routing <==
| metal | wire length [µm] | part of all wire, % | up-vias |
|---|---|---|---|
| li1 | - | - | 25360 |
| met4 | 6617 | 3.3 | 6 |
| met2 | 95310 | 47 | 1774 |
| met1 | 81720 | 40 | 26760 |
| met5 | 48 | 0.024 | - |
| met3 | 19120 | 9.4 | 241 |
==> where the power goes <==
group | switching (µW) | internal [µW] | total (µW)
registers | 57.1 | 1610 | 1670
clock network | 584 | 741 | 1330
logic | 4760 | 3430 | 8190
total | 5400 | 5780 | 11200
==> worst paths after layout <==
path | endpoint
setup / recovery | input_sram_read_address[11]
hold / removal | output_sram_write_addresss[11]$_DFFE_PP_
setup reg to reg | static_base_addr[11]$_SDFFCE_PN0P_
hold reg to reg | output_sram_write_addresss[11]$_DFFE_PP_
==> placed cells by master, fill, tap and decap left out, types with 72 or more instances in the layout <==
cell type                         instances
sky130_fd_sc_hd__clkdlybuf4s50_1         72
sky130_fd_sc_hd__mux4_2                  72
sky130_fd_sc_hd__nor3_1                  76
sky130_fd_sc_hd__xnor2_1                367
sky130_fd_sc_hd__a21oi_1                263
sky130_fd_sc_hd__buf_4                  162
sky130_fd_sc_hd__and2_1                 729
sky130_fd_sc_hd__fa_1                  1118
sky130_fd_sc_hd__nand3_1                 80
sky130_fd_sc_hd__conb_1                 143
sky130_fd_sc_hd__ha_1                   759
sky130_fd_sc_hd__edfxtp_1               486
sky130_fd_sc_hd__nand2b_1               166
sky130_fd_sc_hd__o21ai_0                178
sky130_fd_sc_hd__a21o_1                  83
sky130_fd_sc_hd__xor2_1                 124
sky130_fd_sc_hd__nand2_1                587
sky130_fd_sc_hd__nor2_1                 250
sky130_fd_sc_hd__inv_1                 1467
No activity file was given, so power comes from the tool's default toggle rates.
